<file path="flow/design.v">
module write_back
(
	input [31:0] alu_result,
	input [31:0] mem_data,
	input [6:0] operation,
	output reg rf_we,
	output reg [31:0]rf_wdata
);
always @ (*)
begin
	if((operation == 26) | (operation == 27) | (operation == 28) | (operation == 29) | (operation == 30))
	begin
		rf_wdata = mem_data;
		rf_we = 1;
	end
	else begin
		rf_wdata = alu_result;
		rf_we = 1;
	end
end
endmodule
</file>
<file path="flow/run.sh">
#!/bin/bash
# OpenROAD 26Q1-2900-gdf79404cd8, Yosys 0.63+post, stock flow scripts
make -C /OpenROAD-flow-scripts/flow DESIGN_CONFIG=/design/flow/config.mk WORK_HOME=/design/flow/orfs finish
</file>
<file path="flow/config.mk">
export PLATFORM = sky130hd
export DESIGN_NAME = write_back
export DESIGN_NICKNAME = write_back
export VERILOG_FILES = /design/flow/design.v
export SDC_FILE = /design/flow/constraint.sdc
export NUM_CORES = 4
export LEC_CHECK = 1
export CORE_AREA = 10 10 72 72
export DIE_AREA = 0 0 82 82
</file>
<file path="flow/constraint.sdc">
current_design write_back

set clk_period 5.1
set clk_io_pct 0.2

create_clock -name clk0 -period $clk_period

set non_clock_inputs [all_inputs -no_clocks]
set_input_delay [expr $clk_period * $clk_io_pct] -clock clk0 $non_clock_inputs
set_output_delay [expr $clk_period * $clk_io_pct] -clock clk0 [all_outputs]
</file>
==> datasheet_impl.txt <==
Physical design parameters

Parameter                              Value

Outcome
  Run status    finished clean

Min path
  Startpoint of the tightest hold check path    alu_result[11]
  End point of the worst hold path    rf_wdata[11]
  Cell count of the worst hold path    3
  Path type of the worst min-delay path    input port to primary output

Cells and area
  Commonest cells after routing, fill and taps aside    103 x sky130_fd_sc_hd__clkdlybuf4s50_1, 30 x sky130_fd_sc_hd__mux2_4, 2 x sky130_fd_sc_hd__mux2_2
  Sequential cell area in the final layout    0 sq um
  Number of standard cells in the layout, taps in and fillers out    188
  Fraction of layout cells with a size suffix above 1    about a quarter
  P&R area growth vs syn    192%
  Clock buffer cells    0
  Most frequently placed logic cell in the final layout    sky130_fd_sc_hd__clkdlybuf4s50_1
  Seq cells    0
  # fillers    about 350
  Footprint of the multi-input gates    515 sq um

Flow run
  Log Warnings    32
  Max-capacitance violation count    0

Drt
  Wirelength, routed    ~3000 um
  Detail-routed via count per cell    ~3.8
  Routed wirelength normalized by instance count    15.8 um
  Post-route DRC    0
  Diodes inserted    0
  Detail Route Antenna Nets    0
  DRC violation total after the first TritonRoute iteration    3
  Overall via count from detail_route    roughly 700
  Total iterations of the first detailed-routing run    3

Yosys
  Xor and xnor area share after synthesis    0%
  Average cell area after synthesis    13.9 sq um
  Number of standard cells reported by yosys    ~40
  Netlist area before placement    roughly 560 sq um
  Main logic family after synthesis    multiplexers
  Number of different library cells in the post-synthesis netlist    8
  Post-Synth Simple-Gate Area    approximately 3.1%
  Post-synthesis adder-cell area fraction    0%
  Count of yosys warnings during synthesis    1
  Chip area in the Yosys report    about 560 sq um
  Post-synthesis share of cell area spent on and-or and or-and gates    ~3.8%
  Count of mapped cells out of synthesis    40
  Area fraction in mux cells    84.9%
  Sequential cell area fraction in the yosys report    0%

Pwr
  Power density over the cells    69.6 nW/um^2
  Overall power    about 0.11 mW
  Standby leakage power    around 0.73 nW
  Worst IR drop on VDD    about 26 uV

Global routing
  Antenna violations before repair    0
  Vias in the first global route    between 700 and 800
  Overall routing resource usage    under 10%
  Global-route wire length before repair    4000 um
  Maximum number of pins on one net before global-route repair    21
  Remaining Overflow, GRT    0

Placed design
  Pre-CTS setup slack    1010 ps
  Final HPWL from detailed placement    just under 3000 um
  Gp weighted congestion    around 0.75
  Number of port buffers    about 100
  Number of placed instances, taps included    188

Critical path
  Data arrival time at the worst-slack endpoint    roughly 3000 ps
  Maximum fanout encountered on the critical timing path    20
  Worst Setup Path Type    input port to primary output
  Element type at the critical path end    primary output
  Setup crit start kind    input port
  Worst endpoint required time    around 4100 ps

Final timing
  Peak clock frequency supported by timing    247 MHz
  Max-slew violation count    0
  Setup repair after global routing missed its margin    false
  Final Cycle Share    about four fifths
  Slew @ Worst Pin    ~600 ps
  Post-route setup slack    1050 ps
  Worst hold slack after final layout    3070 ps
  Post-Route Setup TNS    0 ps
  Final hold violation count    0
  Fin crit period    between 4000 and 5000 ps
  Remaining max-slew budget at the tightest pin    roughly three fifths
  Count of endpoints failing setup in the final report    0

Die
  Top-level I/O count    roughly 100
  Rows    22
  Full die area    ~6700 sq um
  Height of the die    82 um
  Starting Density    between 10% and 20%
  X dimension of the die    a little over 80 um
  Placeable Area    approximately 3700 sq um

Clock tree
  Setup bufs post-CTS    0
  Resized Gates After CTS    0
  Total of hold buffers inserted after clock tree synthesis    0
==> Yosys cell counts, drive strengths merged <==
library cell  instances  area [sq um]
and4bb                1          12.5
mux2                 32           473
nand3                 1          5.00
o211ai                1          21.3
buf                   4          41.3
conb                  1          3.75
==> critical path: stages <==
cell and delay (ps):
sky130_fd_sc_hd__clkdlybuf4s50_1 460, sky130_fd_sc_hd__o211ai_4 540, sky130_fd_sc_hd__buf_12 270, sky130_fd_sc_hd__mux2_4 320, sky130_fd_sc_hd__clkdlybuf4s50_1 420
==> logic make-up after synthesis <==
| family | count (synthesis) |
|---|---|
| other | 1 |
| multiplexers | 32 |
| buffers and inverters | 4 |
| AND/OR/NAND/NOR | 2 |
| AND-OR/OR-AND | 1 |
==> final cells by class <==
cell class                      instances  share of cell area (%)
Multi-Input combinational cell         36                    31.7
Tap cell                               48                    3.69
Timing Repair Buffer                  104                    64.6
==> where the power goes <==
| group | total (mW) | internal [mW] | switching [mW] |
|---|---|---|---|
| Sequential | 0 | 0 | 0 |
| Combinational | 0.113 | 0.0947 | 0.0186 |
| Clock | 0 | 0 | 0 |
| Total | 0.113 | 0.0947 | 0.0186 |
==> how the worst max path moves through the flow <==
stage	from	to	slack, ps	depth (start not counted)
finish	operation[1]	rf_wdata[18]	1050	5
CTS	operation[1]	rf_wdata[18]	1020	5
global route	operation[1]	rf_wdata[12]	950	5
==> stage by stage <==
step | utilization (%) | area, sq um
final | 44.1 | 1630
after global routing | 44.1 | 1630
after CTS | 44.1 | 1630
after detailed placement | 44.1 | 1630
after global placement | 44.1 | 1630
after floorplan | - | 557
==> routing by layer <==
metal / up-vias / part of all wire (%) / track usage [%]
met1: 306 / 29 / 6.85
met4: 0 / 0 / 0
met2: 50 / 54 / 14.7
met3: 0 / 16 / 4.30
met5: - / 0 / 0
li1: 353 / - / -
Power and IR drop assume default switching activity.
