[design/flow/run.sh]
#!/bin/bash
# OpenROAD 26Q1-2900-gdf79404cd8, Yosys 0.63+post, stock flow scripts
make -C /OpenROAD-flow-scripts/flow DESIGN_CONFIG=/design/flow/config.mk WORK_HOME=/design/flow/orfs finish
[design/flow/design.v]
module ALU(
	input [31:0] operand1,operand2,
	input [6:0] operation,
	output reg [31:0] result
	);
always @ (*)
begin
	case(operation)
	7'b1,7'b1010,7'b11100,7'b100001     : result = operand1 + operand2;   
	7'b10,7'b1101    : result = $signed(operand1) < $signed(operand2) ? 1 : 0;   
	7'b11,7'b1110    : result = operand1 < operand2 ? 1 : 0;   
	7'b100,7'b1111   : result = operand1 ^ operand2;   
	7'b101,7'b10010  : result = operand1 | operand2;   
	7'b110,7'b10011  : result = operand1 & operand2;   
	7'b111,7'b1100   : result = operand1 << operand2[4:0];   
	7'b1000,7'b10000 : result = operand1 >> operand2;   
	7'b1001,7'b10001 : result = operand1 >>> operand2;   
	7'b1011 : result = operand1 - operand2;   
	7'B10100 : result = (operand1 == operand2) ? 32'b1:32'b0;   
	7'B10101 : result = (operand1 != operand2) ? 32'b1:32'b0;   
	7'B10110 : result = ($signed(operand1) < $signed(operand2)) ? 32'b1:32'b0;   
	7'B10111 : result = ($signed(operand1) >= $signed(operand2)) ? 32'b1:32'b0;   
	7'B11000 : result = (operand1 < operand2) ? 32'b1:32'b0;   
	7'B11001 : result = (operand1 >= operand2) ? 32'b1:32'b0;   
	default: result = 0;
	endcase
end
endmodule
module execution(
	input [31:0] operand1,operand2,
	input [6:0] operation,
	output reg branch,
	output wire [31:0] result
	);
always @ (*)
begin
	branch = (operation == 20) | (operation == 21) | (operation == 22) | (operation == 23) | (operation == 24) | (operation == 25) && (result == 32'b1);
end
ALU alu 
(
	.operand1(operand1),
	.operand2(operand2),
	.operation(operation),
	.result(result)
);
endmodule
[design/flow/constraint.sdc]
current_design execution

set clk_period 11.3
set clk_io_pct 0.2

create_clock -name clk0 -period $clk_period

set non_clock_inputs [all_inputs -no_clocks]
set_input_delay [expr $clk_period * $clk_io_pct] -clock clk0 $non_clock_inputs
set_output_delay [expr $clk_period * $clk_io_pct] -clock clk0 [all_outputs]
[design/flow/config.mk]
export PLATFORM = sky130hd
export DESIGN_NAME = execution
export DESIGN_NICKNAME = execution
export VERILOG_FILES = /design/flow/design.v
export SDC_FILE = /design/flow/constraint.sdc
export NUM_CORES = 4
export LEC_CHECK = 1
export CORE_UTILIZATION = 30
==> git commit body <==
Log flow metrics for this revision

- The global routing report lists met3 layer usage as 3.74%.
- In this run the horizontal extent of the chip is 173 microns.
- Complex-gate fraction of the synthesized area: 38.3%
* Most frequent logic cell in the layout: nor2_1
* Yosys warning total: 2
- Routed wire length per instance: 26.5 microns
- Non-Filler Cell Area, Final: 0.0100 sq mm
* Max FO, Critical Path: 14
- Setup slack on the critical path of the routed design comes to 2.27 ns.
* Flop count: 0
- Worst Setup Start Kind: input port
* Static leakage: 4.05 nW
- Arrival time reported for the critical path endpoint: 6.77 ns
* Final Instance Count excl. Fillers: 1694
* Number of endpoints with negative hold slack in the final report: 0
- Once iteration 0 of detailed routing completed, the report listed 1283 DRC markers.
- Cell count in the Yosys report: 1280
- For met2 alone, demand over resource in global routing was 46.1%.
- Fraction of final layout cells with drive strength greater than 1: 9.01%
- In this run the post-CTS setup repair buffer count came out at 0.
* Global route hottest layer: met2
* Antenna-violating nets left: 0
- The min-delay analysis places its worst path in the category input port to output port.
- Post-CTS repair ended up resizing 0 cells.
* Fmax achieved: 111 MHz
- CP Capture Type: output port
* Number of remaining DRC errors: 0
- Per the run report, area growth between synthesis and finish was 14.2%.
- Half-perimeter wire length of the detailed placement result: 35.4 mm
- The detailed placer reported the number of placed instances as 1693.
* Transition time at the pin with the least slew margin: 0.934 ns
- Global routing met1 resource utilization: 42.0%
* Main logic family after synthesis: AND-OR/OR-AND gates
- Worst-path cell chain: clkdlybuf4s50_1 -> inv_1 -> ha_1 -> nor4_2 -> nand2_1 -> o211ai_1 -> nor3_1 -> o31a_1 -> or3_1 -> or3b_1 -> o211ai_1 -> clkdlybuf4s50_1
- Mapped cell area: 0.00879 sq mm
- In this run the core area contains 62 standard-cell rows.
* Setup-failing EPs final: 0
- Hold_ws: 5.47 ns
* Via count: 10743
* Total Routed Length: 44.9 mm
- STA lists the startpoint of the worst hold path as operand2[1].
- Count of filler cells inserted in the layout: 3057
* Clock tree buffer count of the final layout: 0
* Slowest library cell on the worst path: clkdlybuf4s50_1
* Minimum setup slack after placement: 2.35 ns
- Placer congestion estimate: 1.06
- In the final layout, flip-flops and latches occupy 0 sq um.
- Stage-log warning count: 97
* Adder share: 14.3%
* Share of the synthesized area in the top cell type: 13.8%
- Overflow left after global routing: 0
- In this run the tightest slew margin relative to its limit is 37.2%.
- Area of the die: 0.0300 sq mm
- The endpoint of the worst hold path is reported as result[1].
- Max-cap violations: 0
- The placed instances occupy a cell area of 0.0100 sq mm.
* Final Power: 0.445 mW
- Buffers inserted to repair hold after CTS numbered 0.
- Core Util at FP: 30.6%
- Post-synthesis chip area from yosys: 0.00879 sq mm
- Sequential cells were found to cover 0% of the synthesized design area.
- Initial antenna violation count: 1
- Entering global routing, the biggest net connects 67 pins.
* I/O pin total: 104
- Total global-route track usage: 29.6%
- Final design utilization: 34.9%
- Synthesis produced a netlist whose cell count is 1280.
- Final Cycle Share: 79.9%
- Fin Setup TNS: 0 ns
* Xor and xnor area share after synthesis: 0.697%
- Status: complete, no violations
- Per the summary, power density relative to cell area is 44.3 mW/mm^2.
- Placeable core region: 0.0288 sq mm
- In the hold timing report, the worst path depth is 4.
- The floorplan step set the die height to 173 microns.
* DRT Pass-1 Iters: 7
- RSZ-0062 raised after global routing: false
* Final max-slew violation count: 0
- Per the post-synthesis stats, the area per cell is 6.87 sq um.
* Vias per std cell: 6.34
* Global-route wire length before repair: 65.7 mm
* And+or+nand+nor area frac: 21.4%
- Data on the critical path is required at its endpoint by 9.04 ns.
- Measured against the total synthesized area, the mux share comes to 15.8%.
* Period minus WS final: 9.03 ns
- Worst vdd rail ir drop: 0.0203 mV
* Number of buffers added on ports: 104
- The via count of the first global-routing pass is 9781.
- In the setup report, the worst path falls into the class input port to output port.
- The synthesized design spends more area on one cell type than any other, namely ha_1.
- Largest cells by area after synthesis: ha_1 (14%), mux4_2 (9.2%), nor2_1 (6.5%)
* Count of cell types in the netlist: 83
- Per the cell usage report, the commonest logic cells after layout are nor2_1 (152), a21oi_1 (111), inv_1 (102).
* Maximum single-stage delay on the critical path: 0.68 ns
## critical path: cells and delay by family
family                   cells  cell delay, ns
AND-OR/OR-AND                3            0.97
adder cells (fa/ha/maj)      1            0.55
buffers and inverters        3            1.31
AND/OR/NAND/NOR              5            1.67
## area by class of cell
| class | instances | area (sq um) | area share (%) |
|---|---|---|---|
| timing repair buffer | 129 | 1210 | 12.1 |
| multi-input combinational | 1077 | 7970 | 79.3 |
| tap | 384 | 480 | 4.78 |
| antenna | 1 | 2.50 | 0.0249 |
| inverter | 103 | 387 | 3.85 |
## cell families (layout without fill, tap and decap cells)
group                      count (synthesis)  count (layout)
AOI/OAI and AO/OA                        484             484
xor gates and xnor gates                   7               7
adders and majority gates                 99              99
buffers and inverters                    203             232
muxes                                     92              92
other                                      0               1
and+or+nand+nor                          395             395
## how the worst max path moves through the flow
| stage | start | slack [ns] | endpoint |
|---|---|---|---|
| global route | operand1[18] | 2.02 | result[26] |
| CTS | operand1[18] | 2.35 | result[26] |
| finish | operand1[18] | 2.27 | result[26] |
## cells in the mapped netlist (7+ instances only)
master,count
or2_2,8
o21ai_0,74
and2_1,14
o22ai_1,15
nand3_1,29
o221ai_1,21
and3_1,8
a221oi_1,22
a22oi_1,15
o21bai_1,15
o211ai_1,19
nor2_1,153
nor4_1,13
mux4_2,36
clkbuf_1,62
buf_2,20
a21oi_1,111
o31a_1,8
ha_1,97
o221a_2,8
nand2_1,81
nand4_1,8
a211oi_1,36
a31oi_1,15
o31ai_1,14
a211o_1,16
nor3_1,24
buf_4,7
or3_1,11
inv_1,102
mux2_2,14
buf_1,8
nand2b_1,13
nor2b_1,10
o21a_1,8
a21o_1,21
mux2i_1,42
## power by group
part | internal, mW | switching [mW] | leakage [nW]
Clock | -0.0000000000000214 | 0 | 0.00000941
Sequential | 0 | 0 | 0
Combinational | 0.170 | 0.275 | 4.05
Total | 0.170 | 0.275 | 4.05
## layer usage
layer  wire (microns)  up-vias
li1                 -     4902
met1            19000     5123
met2            20000      623
met3             3790       95
met4             2090        0
met5                0        -
No activity file was given, so power comes from the tool's default toggle rates.
